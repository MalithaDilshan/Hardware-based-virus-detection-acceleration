### /design/flow/config.mk
export PLATFORM = sky130hd
export DESIGN_NAME = regm
export DESIGN_NICKNAME = regm
export VERILOG_FILES = /design/flow/design.v
export SDC_FILE = /design/flow/constraint.sdc
export NUM_CORES = 4
export LEC_CHECK = 1
export CORE_UTILIZATION = 30
### /design/flow/constraint.sdc
current_design regm

set clk_period 8.1
set clk_io_pct 0.2

create_clock -name clk0 -period $clk_period [get_ports {clk}]

set non_clock_inputs [all_inputs -no_clocks]
set_input_delay [expr $clk_period * $clk_io_pct] -clock clk0 $non_clock_inputs
set_output_delay [expr $clk_period * $clk_io_pct] -clock clk0 [all_outputs]
### /design/flow/design.v
module regm(
		input wire			clk,
		input wire  [4:0]	read1, read2, read3,
		output wire [31:0]	data1, data2, data3,
		input wire			regwrite,
		input wire	[4:0]	wrreg,
		input wire	[31:0]	wrdata,
		output wire[15:0] outf);
	reg [31:0] mem [0:31];   
	reg [31:0] _data1, _data2,_data3;
	integer i;
	initial begin
		if (0) begin
			$display("     $v0,      $v1,      $t0,      $t1,      $t2,      $t3,      $t4,      $t5,      $t6,      $t7");
			$monitor("%x, %x, %x, %x, %x, %x, %x, %x, %x, %x",
					mem[2][31:0],	 
					mem[3][31:0],	     
					mem[8][31:0],	     
					mem[9][31:0],	     
					mem[10][31:0],	 
					mem[11][31:0],	     
					mem[12][31:0],	 
					mem[13][31:0],	 
					mem[14][31:0],	 
					mem[15][31:0],	 
				);
		end
	end
	always @(*) begin
		if (read1 == 5'd0)
			_data1 = 32'd0;
		else if ((read1 == wrreg) && regwrite)
			_data1 = wrdata;
		else
			_data1 = mem[read1][31:0];
	end
	always @(*) begin
		if (read2 == 5'd0)
			_data2 = 32'd0;
		else if ((read2 == wrreg) && regwrite)
			_data2 = wrdata;
		else
			_data2 = mem[read2][31:0];
	end
always @(*) begin
		if (read3 == 5'd0)
			_data3 = 32'd0;
		else if ((read3 == wrreg) && regwrite)
			_data3 = wrdata;
		else
			_data3 = mem[read3][31:0];
	end
	assign data1 = _data1;
	assign data2 = _data2;
   assign data3 = _data3;
	always @(posedge clk) begin
		if (regwrite && wrreg != 5'd0) begin
			mem[wrreg] <= wrdata;
			end
	end
	assign outf[15:12]= mem[3][3:0];
	assign outf[11:8]= mem[8][3:0];
	assign outf[7:4]= mem[9][3:0];
	assign outf[3:0]= mem[11][3:0];
endmodule
### /design/flow/run.sh
#!/bin/bash
# OpenROAD 26Q1-2900-gdf79404cd8, Yosys 0.63+post, stock flow scripts
make -C /OpenROAD-flow-scripts/flow DESIGN_CONFIG=/design/flow/config.mk WORK_HOME=/design/flow/orfs finish
==> notes.md <==
According to the CTS report, the clock sink count is 1024. Clock tree synthesis selected as its root buffer the cell sky130_fd_sc_hd__clkbuf_16. The tools report the weighted congestion reported at the end of routability-driven placement as 0.957. OpenSTA lists the critical path startpoint as read2[2]. The tally of nets with antenna violations remaining after routing came out at 0. Setup repair after global routing left no endpoint under its margin.

The path type of the worst min-delay path was in -> reg. The register with the most flip-flops in the layout has 1024 of them. Entering global routing, the biggest net connects 78 pins.

For this run, the top clock speed supported by timing is 146 MHz. After detailed routing, the number of remaining DRC violations is 0. The flow ran to the end, and the final reports show no timing, DRC or antenna violations. Per the post-synthesis report, the number of cells in the design is 3421. The complex-gate fraction of the synthesized area was 0.0941. OpenROAD warning count: 26. The proportion of register bits with asynchronous set or reset after synthesis came out at 0. The worst setup path is launched from an input port.

The tools report the tightest slew margin relative to the limit as 0.329. The most critical setup path has its endpoint at data2[30]. After synthesis, the chip area reported by Yosys is 0.0568 mm2.

The run gives 0.00231 for the parity-gate share of the synthesized area counting xor and xnor cells. The number of antenna violations at the first check in global routing is 17. The kind of critical path is in -> out.

The tools report the effective utilization at floorplan as 0.302. The count of input and output buffers is 165, and the fill cell instance count of the final layout is 17.5k. The element type at the critical path end was an output port. Once iteration 0 of detailed routing completed, the report listed 3008 DRC markers. The die outline width was 437 um; the hold path depth was 2. Combinational family with the most area after synthesis: multiplexers. For this run, the detailed router reports a per-instance via density of 6.18.

The total die size was 0.191 mm2. Predominant post-synthesis flop cell: sky130_fd_sc_hd__edfxtp_1. The run gives 40.8k for the number of global-route vias before repair. CTS built an H-tree with a depth of 3.

The adder-cell share of the synthesized area works out to 0. Area of the mapped netlist: 0.0568 mm2. The chip height came out at 437 um. The fraction of the yosys area taken by sequential cells was 0.542; the simple-gate area share of the yosys netlist was 0.0273.

Leading cell type in the layout, fill and taps excluded: sky130_fd_sc_hd__edfxtp_1. The number of distinct library cell variants in the gate-level netlist after synthesis is 68. The registers reported with the highest flop counts are mem (1024). Note, the detailed placer reported a final HPWL of 140 mm.

The synthesized design contains 1024 enable-type register cells. The logs give 0.247 for the overall routing resource usage and 38.2k for the number of vias after detailed routing. The portion of netlist area occupied by mux cells works out to 0.300.

Per the layout area report, the register area comes to 0.0307 mm2. The run gives 0 as the number of hold violations in the final report. The run gives 0.348 as the share of the core filled with cells. The report counts max-capacitance violations totalling 0. The run gives 0 as the post-cts hold-fix buffer tally. After synthesis, the mean cell area works out to 16.6 um2.

The critical path maximum fanout is 34. With the core region area at 0.188 mm2, the total number of placement rows is 159. The first TritonRoute pass finished after 21 iterations. Between the synthesized netlist and the finished layout, the area growth was recorded as 15.1%. The number of gates resized after CTS was 0. The data arrival time at the worst-slack endpoint is 5.22 ns, and the number of warning messages in the yosys log is 1.

TritonCTS built the clock tree. The logs give 3421 for the number of cell instances after yosys synthesis and 6.48 ns for the required time of the critical path. The transition at the pin with the smallest max-transition slack was 1.01 ns; the final cycle utilization of the critical path was 0.845.

The fraction of final layout cells with drive strength greater than 1 is 0.286. The routed wirelength normalized by instance count is 36.3 um. The run gives 0.0245 mm2 for the logic area. Per the CTS log, the buffer count on the longest clock path is 3.

In the final report, the number of endpoints failing setup comes to 0. For the leakage power of the design, the log shows 20.9 nW. The tools report the setup TNS as 0 ns. The final max-slew violation count was 0. The final timing report derives a shortest allowable period of 6.84 ns.

Summed over all layers, the routed wires come to 224 mm. The run gives 310 mm as the wire length of the first global-routing pass. Register with the highest flop count: mem.

On the reported timing paths, the clock transition at the registers reads 0.06 ns. The total power per unit cell area is 197 mW/mm2, and the sum of overflow across all layers after global routing is 0. Post-CTS timing repair inserted 0 buffers for setup. Maximum resistive drop on vdd: 166 uV. Leaving out fill and tap cells, the most frequent cells in the layout are sky130_fd_sc_hd__edfxtp_1, sky130_fd_sc_hd__mux4_2, sky130_fd_sc_hd__mux2i_1, sky130_fd_sc_hd__buf_4, sky130_fd_sc_hd__clkdlybuf4s50_1. The CTS report gives the tree buffer count as 109.

The register bit total from synthesis came out at 1024. The run gives 166 for the number of ports placed on the die boundary.
==> power breakdown <==
| part | leakage, nW | total [mW] | internal (mW) | switching [mW] |
|---|---|---|---|---|
| Combinational | 9.90 | 1.71 | 0.716 | 0.999 |
| Clock | 1.75 | 5.16 | 2.99 | 2.17 |
| Sequential | 9.25 | 5.96 | 5.91 | 0.0461 |
==> cells by family (layout without fill, tap and decap cells) <==
group	after synthesis	after routing
XOR/XNOR	15	15
multiplexers	979	979
AND/OR/NAND/NOR	312	312
AND-OR/OR-AND	741	741
flip-flops	1024	1024
buffers and inverters	349	569
other	1	38
==> layout make-up <==
cell class | count | area share
clock buffers | 132 | 0.0434
repair buffers | 370 | 0.0509
diodes | 6 | 0.000230
well taps | 2495 | 0.0478
clock inverters | 62 | 0.0120
multi-input cells | 2079 | 0.375
inverters | 5 | 0.000287
flip-flops and latches | 1024 | 0.471
==> worst min-delay path by stage <==
stage              from    endpoint  slack (ns)
finish        wrdata[1]  mem[28][1]        1.70
CTS           wrdata[1]  mem[28][1]        1.66
global route  wrdata[5]  mem[18][5]        1.72
==> metrics by stage <==
| step | worst slack (ns) | hold WS, ns | instance area (um2) | std cells | power [mW] |
|---|---|---|---|---|---|
| after detailed placement | 1.39 | 2.47 | 61700 | 5973 | 7.77 |
| after global routing | 1.31 | 1.72 | 65300 | 6171 | 13.1 |
| after global placement | 1.37 | 2.47 | 61700 | 5973 | 7.77 |
| after CTS | 1.38 | 1.66 | 65300 | 6167 | 12.9 |
| final | 1.26 | 1.70 | 65300 | 6173 | 12.8 |
| after floorplan | 3.25 | 1.72 | 56900 | 3452 | 7.00 |
==> synthesized netlist by cell type, drive strengths merged (7+ instances only) <==
master	instances	area [um2]
nand3	30	150
a22o	15	131
a221o	25	250
nand2	97	364
mux4	575	12900
buf	212	1460
edfxtp	1024	30700
a211oi	58	445
xor2	8	70.1
mux2i	378	3780
o22a	28	245
nor3b	8	70.1
nor3	35	175
o2111ai	7	61.3
a31oi	14	87.6
a22oi	90	676
nor2b	15	93.8
xnor2	7	61.3
mux2	26	293
clkbuf	132	495
and2	9	56.3
o22ai	117	732
o211ai	17	133
nand2b	12	75.1
nor2	61	234
o21ai	87	435
nand3b	8	60.1
a211o	17	149
and3	12	75.1
a32o	31	310
a21oi	106	531
o221ai	33	289
a221oi	67	618
o21a	8	60.1
==> routing by layer <==
metal / vias up / GRT usage / wire length [um] / share of wire
li1: 15156 / - / - / -
met1: 18978 / 0.238 / 63700 / 0.28
met2: 3210 / 0.366 / 103000 / 0.46
met3: 777 / 0.197 / 40900 / 0.18
met4: 35 / 0.135 / 16200 / 0.072
met5: - / 0.0307 / 843 / 0.0038
==> worst max-delay path: stages <==
cell and delay, ns:
sky130_fd_sc_hd__buf_4 0.52, sky130_fd_sc_hd__buf_4 0.50, sky130_fd_sc_hd__nand2b_1 0.27, sky130_fd_sc_hd__buf_4 0.34, sky130_fd_sc_hd__o22ai_1 0.12, sky130_fd_sc_hd__or3_1 0.32
sky130_fd_sc_hd__a21oi_1 0.78, sky130_fd_sc_hd__clkdlybuf4s50_1 0.62
Power and IR drop assume default switching activity.
