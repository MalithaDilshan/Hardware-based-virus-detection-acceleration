==> ./design.v <==
module alu(
		input		[3:0]	ctl,
		input		[31:0]	a, b,c,
		output reg	[31:0]	out,
		output				zero);
	wire [31:0] sub_ab;
	wire [31:0] add_ab;
	wire 		oflow_add;
	wire 		oflow_sub;
	wire 		oflow;
	wire 		slt;
	assign zero = (0 == out);
	assign sub_ab = a - b;
	assign add_ab = a + b;
	assign oflow_add = (a[31] == b[31] && add_ab[31] != a[31]) ? 1 : 0;
	assign oflow_sub = (a[31] == b[31] && sub_ab[31] != a[31]) ? 1 : 0;
	assign oflow = (ctl == 4'b0010) ? oflow_add : oflow_sub;
	assign slt = oflow_sub ? ~(a[31]) : a[31];
	always @(*) begin
		case (ctl)
			4'd2:  out <= add_ab;				 
			4'd0:  out <= a & b;				 
			4'd12: out <= ~(a | b);				 
			4'd1:  out <= a | b;				 
			4'd7:  out <= {{31{1'b0}}, slt};	         
			4'd6:  out <= sub_ab;				 
			4'd13: out <= a ^ b;				 
                        4'd5:  out <= a ^ b ^ c;			 
			4'd8:  out <= (a & b) | ((~a) & c);              
			4'd10: out <= (a*b + c) % 16 ;                    
			default: out <= 0;
		endcase
	end
endmodule
==> ./run.sh <==
#!/bin/bash
# OpenROAD 26Q1-2900-gdf79404cd8, Yosys 0.63+post, stock flow scripts
make -C /OpenROAD-flow-scripts/flow DESIGN_CONFIG=/design/flow/config.mk WORK_HOME=/design/flow/orfs finish
==> ./config.mk <==
export PLATFORM = sky130hd
export DESIGN_NAME = alu
export DESIGN_NICKNAME = alu
export VERILOG_FILES = /design/flow/design.v
export SDC_FILE = /design/flow/constraint.sdc
export NUM_CORES = 4
export LEC_CHECK = 1
export CORE_UTILIZATION = 50
==> ./constraint.sdc <==
current_design alu

set clk_period 11.9
set clk_io_pct 0.2

create_clock -name clk0 -period $clk_period

set non_clock_inputs [all_inputs -no_clocks]
set_input_delay [expr $clk_period * $clk_io_pct] -clock clk0 $non_clock_inputs
set_output_delay [expr $clk_period * $clk_io_pct] -clock clk0 [all_outputs]
==> deck_impl_summary.md <==
Synthesis and Place & Route Summary

Global routing
  • Global routing usage on met1: 0.538
  • Grt ovf: 0
  • First-pass GRT wire length: between 40 and 50 mm
  • Largest net degree at the start of global routing: around 43
  • Grt met2 use: 0.587
  • Vias in the first global route: roughly 8000
  • GRT Overall Usage: 0.378
  • GRT busiest layer: met2
  • M3 GR Usage: 0.0549
  • Initial antenna violation count: 0

Detailed routing
  • Initial drt markers: about 910
  • Antenna-violating nets left: 0
  • Drt wl/cell: between 20 and 25 microns
  • Routed via count: about 8800
  • Final antenna diode count: 0
  • Total wire length: 27.2 mm
  • DRC violation count after routing: 0
  • DR vias/cell: 6.67
  • DRT Pass-1 Iters: 6

Power
  • Power per cell area: around 46 mW/mm^2
  • Pwr Total: just under 400 uW
  • Max IR drop VDD: between 20 and 25 uV
  • LEAKAGE: ~3.6 nW

Yosys
  • Sequential area share after synthesis: 0
  • Mean Syn Cell Area: between 6 and 7 sq um
  • Synthesized area: approximately 0.007 sq mm
  • Yosys cell count: around 1100
  • Syn. warnings: 1
  • Chip Area, Yosys: 0.00703 sq mm
  • Syn Inst Count: 1054
  • Synth cell types: a little over 80

Floorplan
  • Total die size: approximately 0.015 sq mm
  • CORE AREA: approximately 0.013 sq mm
  • Fp_density: 0.522
  • Row Count: ~42
  • Die width: 121 microns
  • Ports: between 100 and 150
  • Die H: 121 microns

Final layout
  • Non-filler instance count after layout: between 1000 and 1500
  • Top cells excl fill/tap: clkdlybuf4s50_1, ha_1, inv_1
  • CLK BUF: 0
  • Commonest Layout Cell: clkdlybuf4s50_1
  • Area growth, synth to finish: 21.1%
  • Num sequential: 0
  • Share of cells above drive strength 1: 0.0509
  • FF/Latch Area: 0 sq um
  • Post-Route Utilization: 0.632

Final timing
  • Final slew viol count: 0
  • Setup TNS: 0 ns
  • Slew Limit Headroom: 0.424
  • Post-route clock period utilization: 0.914
  • Tmin final: 10.88 ns
  • Least-Margin Pin Slew: between 0.8 and 0.9 ns
  • Endpoints failing hold: 0
  • Final tally of setup violations: 0
  • RSZ-0062 raised after global routing: false
  • Final WS setup: a little over 1 ns
  • Fmax: 91.9 MHz

Clock tree
  • Hold buffers post-CTS: 0
  • Postcts setup bufs: 0
  • PostCTS Resize Cnt: 0

Min path
  • Hold Path End: out[23]
  • WHS Path Cells: 4
  • Hold Startpoint: c[23]
  • Hold crit path type: primary input to output port

Worst setup path
  • Worst EP arrival: between 8 and 9 ns
  • Crit Path Class: primary input to output port
  • CP Launch Type: primary input
  • Crit end category: output port
  • Largest fanout on the critical path: 7
  • WP data required: between 9 and 10 ns

Job
  • # Max-Cap Violations: 0
  • Tool warnings: slightly below 100

Place
  • Routability cong.: between 1 and 1.5
  • Post-Place Cells: 1316
  • Post-DP HPWL: around 21 mm
  • Number of buffers added on ports: between 100 and 150
  • Place WS: around 1.1 ns

Status
  • Status: finished clean
[metal layers]
layer | vias up | wire length, microns
li1 | 4174 | -
met2 | 552 | 11700
met1 | 3953 | 11600
met4 | 0 | 1140
met5 | - | 0
met3 | 95 | 2840
[worst max-delay path, cell delays in order]
cell and delay [ns]:
clkdlybuf4s50_1 0.59, inv_1 0.16, ha_1 0.36, o21ba_1 0.23, or4_1 0.46, a211oi_1 0.42
o31ai_1 0.14, buf_4 0.18, o211ai_2 0.25, o21a_1 0.18, a211oi_1 0.10, nor2_1 0.11
nor2_1 0.04, nor2_1 0.08, nor2_1 0.06, fa_1 0.35, a22oi_1 0.17, o22a_1 0.15
o221ai_1 0.13, nor4_1 0.28, nand4_1 0.13, nor4_1 0.19, nand3_1 0.18, nor4_1 0.31
nand4b_1 0.21, nor3_2 0.19, clkdlybuf4s50_1 0.48
[area by class of cell]
| type | instances | area [sq um] |
|---|---|---|
| Multi-Input combinational cell | 883 | 6410 |
| Inverter | 102 | 383 |
| Fill cell | 1300 | 4940 |
| Timing Repair Buffer | 155 | 1500 |
| Tap cell | 176 | 220 |
[worst max path at each step]
stage     start   end  slack (ns)  cells after the start
6_report   a[1]  zero        1.02                     27
5_1_grt    a[1]  zero        0.66                     27
4_1_cts    a[1]  zero        1.04                     27
[through the flow]
stage | hold WS (ns) | area [sq um]
final | 5.87 | 8510
after floorplan | 4.84 | 7030
after global placement | 5.87 | 8510
after CTS | 5.87 | 8510
after detailed placement | 5.86 | 8510
after global routing | 5.94 | 8510
[Yosys cell counts, types with 8 or more instances]
master     count  area share
o32ai_1       10       0.012
o22ai_1       31       0.028
a22oi_1       10       0.011
mux2i_1       12       0.017
nor2b_1       19       0.017
nor3_1        14       0.010
o211ai_1      24       0.026
and2_1        10      0.0089
inv_1        101       0.054
o221ai_1       8       0.010
o21ai_0       76       0.054
a32oi_1       10       0.012
ha_1         104        0.19
a221o_1        8       0.011
nor4_1        14       0.012
or3_1          8      0.0071
o31ai_1        9      0.0096
xnor2_1       17       0.021
nand2b_1      13       0.012
a31oi_1       10      0.0089
nor2_1        78       0.042
o2111ai_1      9       0.011
clkbuf_1      55       0.029
a211oi_1      17       0.018
nand3_1       22       0.016
a221oi_1      13       0.016
buf_2         11      0.0078
a21oi_1       80       0.057
nand2_1       74       0.040
a21o_1        19       0.020
[report_power, final]
part | internal [mW] | leakage, nW | total (mW) | switching [mW]
Clock | 0 | 0 | 0 | 0
Combinational | 0.174 | 3.63 | 0.390 | 0.216
Sequential | 0 | 0 | 0 | 0
[cell families (layout without fill, tap and decap cells)]
kind of cell,count (synthesis),after routing,synth area share
AND/OR/NAND/NOR,313,313,0.235
XOR/XNOR,20,20,0.0249
adder cells (fa/ha/maj),109,109,0.199
buffers and inverters,171,257,0.0933
AND-OR/OR-AND,423,423,0.420
multiplexers,18,18,0.0267
No activity file was given, so power comes from the tool's default toggle rates.
